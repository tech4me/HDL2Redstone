==> ./design.v <==
module multiplier_8(a, b, result);
	input [7:0] a, b;	
	output [15:0] result;
	assign result = a * b;
endmodule
==> ./run.sh <==
#!/bin/bash
# OpenROAD 26Q1-2900-gdf79404cd8, Yosys 0.63+post, stock flow scripts
make -C /OpenROAD-flow-scripts/flow DESIGN_CONFIG=/design/flow/config.mk WORK_HOME=/design/flow/orfs finish
==> ./config.mk <==
export PLATFORM = sky130hd
export DESIGN_NAME = multiplier_8
export DESIGN_NICKNAME = multiplier_8
export VERILOG_FILES = /design/flow/design.v
export SDC_FILE = /design/flow/constraint.sdc
export NUM_CORES = 4
export LEC_CHECK = 1
export CORE_UTILIZATION = 40
==> ./constraint.sdc <==
current_design multiplier_8

set clk_period 8.5
set clk_io_pct 0.2

create_clock -name clk0 -period $clk_period

set non_clock_inputs [all_inputs -no_clocks]
set_input_delay [expr $clk_period * $clk_io_pct] -clock clk0 $non_clock_inputs
set_output_delay [expr $clk_period * $clk_io_pct] -clock clk0 [all_outputs]
==> flow_summary.json <==
{
  "outcome": "completed",
  "seq_cells": 0,
  "n_antenna_cell": 0,
  "simple_gate_share": 0.230,
  "post-route-cell-area_um2": 2520,
  "ctsResizeCount": 0,
  "grt_max_degree": 9,
  "area.growth.synth_to_final_pct": 19.7,
  "fmax_mhz": 122,
  "io_buffers": 32,
  "yosys_warnings": 0,
  "yosys-stat-cells": 243,
  "vias_per_cell": 4.77,
  "crit_type": "input port to output pin",
  "log.warning_count": 32,
  "fp.coreArea_um2": 5070,
  "slew_headroom": 0.733,
  "instances_no_fill": 346,
  "antenna_found_initial": 0,
  "fa_ha_area_frac": 0.556,
  "cts_hold_buffers": 0,
  "cp_cell_sequence": "clkdlybuf4s50_1 -> and2_1 -> fa_1 -> inv_1 -> fa_1 -> inv_1 -> fa_1 -> inv_1 -> fa_1 -> inv_1 -> ha_1 -> and2_4 -> a221oi_2 -> nand2_1 -> a31oi_1 -> xnor2_1 -> clkdlybuf4s50_1",
  "cts_setup_buffers": 0,
  "fp_util": 0.415,
  "wirelength_mm": 3.84,
  "crit_buf_inv": 6,
  "gp_congestion": 0.858,
  "finalHoldViolCount": 0,
  "io_pins": 32,
  "cp_top_family": "adder cells",
  "ys_sh_mux": 0,
  "drt_pre_antenna_iters": 4,
  "worst_slew_pin_slew_ps": 396,
  "crit_required_ps": 6800,
  "grt_overflow": 0,
  "grt_pass1_wl_mm": 6.77,
  "period_minus_slack_ps": 8170,
  "power_density_nw_per_um2": 196,
  "grt_usage": 0.161,
  "fin_setup_tns_ps": 0,
  "worstSetupEndpointType": "output pin",
  "vias": 1651,
  "report.final.slew_viol_count": 0,
  "drive_gt1_frac": 0.0217,
  "synth-area-yosys_um2": 2110,
  "syn_area_um2": 2110,
  "hpwlAfterDp_mm": 3.37,
  "ir_worst_vdd_v": 0.000152,
  "rsz0062_at_grt": "false",
  "max_stage_delay_ps": 540,
  "post_dp_cell_area_um2": 2520,
  "antenna_left": 0,
  "ys_sh_aoi": 0.0814,
  "drt_iter0_markers": 59,
  "fp-row-count": 26,
  "yosysSeqAreaShare": 0,
  "nClkBuffers": 0,
  "ff_latch_area_um2": 0,
  "postSynthAreaPerCell_um2": 8.67,
  "setup-violations-final": 0,
  "hold_path_class": "input port to output pin",
  "power_leakage_nw": 1.30,
  "critPathSlowestCell": "clkdlybuf4s50_1",
  "crit_path_start_kind": "input port",
  "synthCells": 243,
  "grt_pass1_vias": 1583,
  "placed_cells": 346,
  "die-area_um2": 5560,
  "die.size.y_um": 74.6,
  "fin_crit_sh": 0.961,
  "cp_max_fo": 8,
  "ys_sh_xor": 0.0457,
  "drc": 0,
  "arrival_ps": 6470,
  "wl_per_cell_um": 11.1,
  "synth.distinct_cells": 28,
  "max_cap_viol_count": 0,
  "die_x_um": 74.6,
  "top_logic_kind": "adder cells"
}
## cells in the mapped netlist
cell type,number,share of area
a211oi_2,1,0.0059
a31oi_1,1,0.0030
o21ai_1,2,0.0048
xor2_1,4,0.017
and2_1,47,0.14
nor3b_2,1,0.0059
o311ai_0,1,0.0042
or4_1,1,0.0036
nand2_1,23,0.041
nor4_1,1,0.0030
nor2_1,6,0.011
a21o_2,1,0.0042
xnor2_1,7,0.029
nor2b_1,2,0.0059
a211o_1,3,0.012
o211ai_1,2,0.0071
nor3_1,2,0.0048
and3_1,3,0.0089
nand3_1,1,0.0024
o21a_1,4,0.014
a221oi_2,1,0.0071
fa_1,36,0.34
o22a_1,1,0.0042
a21oi_1,5,0.012
o21ai_0,1,0.0024
inv_1,49,0.087
ha_1,36,0.21
and2_4,1,0.0042
## where the power goes
part	leakage (nW)	switching (W)	internal, W
Clock	0	0	0
Sequential	0	0	0
Combinational	1.30	0.000207	0.000288
## logic make-up after synthesis
| logic type | count (synthesis) |
|---|---|
| xor+xnor | 11 |
| buf+inv | 49 |
| fa+ha+maj | 72 |
| compound gates | 23 |
| simple gates | 88 |
## per-layer routing
layer / vias to the layer above / GRT usage / wire (um)
met1: 788 / 0.252 / 1790
met4: 0 / 0 / 0
met5: - / 0 / 0
met2: 31 / 0.268 / 1940
li1: 832 / - / -
met3: 0 / 0.0151 / 110
## cell type report
class / instances / area [um^2]
Fill cell: 515 / 2550
Tap cell: 70 / 87.6
Inverter: 49 / 184
Timing Repair Buffer: 33 / 328
Multi-Input combinational cell: 194 / 1920
## per-stage QoR
stage | setup WS, ps | total power (W) | hold WS [ps] | util
6_report | 331 | 0.000495 | 4510 | 0.497
5_1_grt | 67.9 | 0.000566 | 4560 | 0.497
4_1_cts | 320 | 0.000505 | 4520 | 0.497
3_5_place_dp | 326 | 0.000501 | 4520 | 0.497
3_3_place_gp | 335 | 0.000502 | 4510 | 0.497
2_1_floorplan | 1620 | 0.000306 | 3470 | -
## cells in the final DEF (no fill, tap or decap), types with 2 or more instances in the layout
master / count
and2_1: 47
xor2_1: 4
inv_1: 49
nor3_1: 2
nand2_1: 23
xnor2_1: 7
nor2b_1: 2
fa_1: 36
o21ai_1: 2
o211ai_1: 2
ha_1: 36
a21oi_1: 5
o21a_1: 4
and3_1: 3
a211o_1: 3
nor2_1: 6
clkdlybuf4s50_1: 32
## worst paths after layout
kind | depth (start not counted) | from | to | slack (ps)
hold / removal | 4 | a[0] | result[0] | 4510
setup / recovery | 17 | a[3] | result[11] | 330
Power is estimated from default activity; no workload was simulated.
