File: flow/run.sh
#!/bin/bash
# OpenROAD 26Q1-2900-gdf79404cd8, Yosys 0.63+post, stock flow scripts
make -C /OpenROAD-flow-scripts/flow DESIGN_CONFIG=/design/flow/config.mk WORK_HOME=/design/flow/orfs finish
File: flow/config.mk
export PLATFORM = sky130hd
export DESIGN_NAME = counter_4_sevenseg
export DESIGN_NICKNAME = counter_4_sevenseg
export VERILOG_FILES = /design/flow/design.v
export SDC_FILE = /design/flow/constraint.sdc
export NUM_CORES = 4
export LEC_CHECK = 1
export CORE_AREA = 10 10 70 70
export DIE_AREA = 0 0 80 80
File: flow/constraint.sdc
current_design counter_4_sevenseg

set clk_period 2.4
set clk_io_pct 0.2

create_clock -name clk0 -period $clk_period [get_ports {clk}]

set non_clock_inputs [all_inputs -no_clocks]
set_input_delay [expr $clk_period * $clk_io_pct] -clock clk0 $non_clock_inputs
set_output_delay [expr $clk_period * $clk_io_pct] -clock clk0 [all_outputs]
File: flow/design.v
module counter_4_sevenseg(input clk, input reset, input enable, output reg [6:0] z);
    reg [3:0] count;
    always@(posedge clk) begin
        if (reset) begin
            count <= 0;
        end
        else if (enable) begin
            count <= count + 1;
        end
    end
always @(*) begin
    case (count)
    4'b0000 :
    z = 7'b1111110;
    4'b0001 :
    z = 7'b0110000;
    4'b0010 :
    z = 7'b1101101;
    4'b0011 :
    z = 7'b1111001;
    4'b0100 :
    z = 7'b0110011;
    4'b0101 :
    z = 7'b1011011;
    4'b0110 :
    z = 7'b1011111;
    4'b0111 :
    z = 7'b1110000;
    4'b1000 :
    z = 7'b1111111;
    4'b1001 :
    z = 7'b1111011;
    4'b1010 :
    z = 7'b1110111;
    4'b1011 :
    z = 7'b0011111;
    4'b1100 :
    z = 7'b1001110;
    4'b1101 :
    z = 7'b0111101;
    4'b1110 :
    z = 7'b1001111;
    4'b1111 :
    z = 7'b1000111;
    endcase
end
endmodule
==> results.txt <==
Main metrics from the flow reports.

The flow ran to the end, and the final reports show no timing, DRC or antenna violations. The mean instance size in the synthesized netlist is 10.40 µm². The async set or reset register ratio after synthesis came out at 0. The area inside the core boundary came out at 0.003416 mm². The end-of-flow timing check tallies setup violations at 0. In the setup report, the worst path falls into the class in -> reg. The effective utilization at floorplan is 0.1736.

The number of diodes added for antenna fixing is 0. The DRC violation count after routing came out at 0. The routability-driven placement congestion ratio came out at 0.7719.

The clock buffer count from CTS came out at 3. The overall die size recorded for this design is around 0.0064 mm². Recorded from the global router log, the overflow total was 0. Input and output buffers added on the ports amount to 9.

Note, the detailed placer reported a final HPWL of ~900 µm. In the final layout, the share of cells above drive strength 1 is 0.2338. For this run, the top clock speed supported by timing is 486.2 MHz. The largest net degree at the start of global routing is 16. The class of the tightest hold or removal check is reg -> reg. The critical path startpoint category is an input port.

The latest clock arrival within the worst-skew pair came out at 0.26 ns. The CTS clock-pin slew for the worst setup and hold paths came out at 0.07 ns. The maximum vdd ir drop came out at 106.9 µV. The H-tree depth came out at 1. The detail-routed net length per standard cell came out at 9.260 µm. The first-pass iteration count of the detailed router is 3. After routing, the total negative slack on setup checks comes to 0 ns. The die outline width is 80 µm.

TritonCTS built the clock tree. The signal on the critical path passes through clkdlybuf4s50_1 -> mux2i_1 -> or2_2 -> inv_1 -> ha_1 -> nor3b_1 -> and4b_1. Post-CTS repair changed the size of 0 cells. The buffer depth of the longest clock path came out at 2. The worst reg-to-reg setup slack is between 0.5 and 0.6 ns. The final tally of max-slew violations is 0. The setup skew after layout came out at 0.003480 ns. The via count normalized by instance count is between 3 and 4.

The number of buffers inserted to repair setup after CTS is 0. The report lists the power per cell area as 513.8 mW/mm². The worst hold path was traced through 3 stages. The row count came out at 21. The timing report gives the biggest stage delay along the critical path as between 0.5 and 0.6 ns. Setup repair after global routing left no endpoint under its margin. The last element of the critical path is z[6]$_DFF_P_. The measured slew at the worst slew-check pin came out at 0.2958 ns. The synthesis warning total came out at 1. The synthesized netlist has a Yosys-reported chip area of 593.1 µm². In this run the layout overhead on the synthesized area is reported as 38.61%. The routed wire length came out at 1.139 mm. The height of the die came out at 80 µm. Per the cell usage report, the commonest logic cells after layout are 11 x sky130_fd_sc_hd__dfxtp_1, 9 x sky130_fd_sc_hd__clkdlybuf4s50_1, 8 x sky130_fd_sc_hd__ha_1, 8 x sky130_fd_sc_hd__buf_4, 5 x sky130_fd_sc_hd__nor2_1.

The number of cells on the worst reg-to-reg path is 7. The global-route usage over all layers is 0.03653. The overall via count from detail_route is 458. The post-synthesis instance area came out at slightly below 600 µm². The number of enable-type register cells in the synthesized netlist came out at 0. The number of placed instances, taps included is roughly 120. According to the CTS report, the clock sink count is 11. Post-synth the commonest register cell is sky130_fd_sc_hd__dfxtp_1. The root buffer selected by CTS is sky130_fd_sc_hd__clkbuf_4.

The number of antenna violations at the first check in global routing is 0. The share of the clock period used by the worst path is 0.8570. The first-pass GRT wire length is between 2 and 2.5 mm.

The number of buffers added to fix hold violations after cts came out at 0. Looking at the reg2reg group, the worst path ends at z[6]$_DFF_P_. The number of unique standard cell types used by synthesis is 27. Counting endpoints that fail hold in the final report gives 0. The largest driver fanout on the critical path is 5. STA classifies the critical path endpoint as a flop.

The most frequently placed logic cell in the final layout is sky130_fd_sc_hd__dfxtp_1. The count of antenna-violating nets left after detailed routing is 0. The data required time reported for the critical path is 2.56 ns. The number of DRC markers in iteration 0 is 35. The yosys cell count is 57.

The time the worst path needs with I/O delays and setup came out at 2.057 ns. The static leakage power is 0.3516 nW. For this design the top-level I/O count stands at 10. Per the timing report, the most critical flop-to-flop path originates at count[0]$_SDFFE_PP0P_. The relative slew slack came out at 0.7986. The sequential cell area fraction in the yosys report is 0.3713. The warning total across the stage logs is 31. The total chip power is about 420 µW.

The arrival time of data at the worst endpoint is listed as 2.21 ns. The via count of the first global-routing pass is 483. For reference, the critical path is launched at enable.

The number of max-capacitance violations reported came out at 0. The synthesized instance count is 57. The highest-delay cell along the critical path is sky130_fd_sc_hd__clkdlybuf4s50_1. The number of storage elements in the synthesis netlist came out at 11.

The number of cells in the finished layout apart from fillers came out at around 120.
-- layout make-up --
cell class	count	area (µm²)
inverters	5	21.27
multi-input cells	40	346.6
fillers	359	2594
clock buffers	4	26.28
well taps	46	57.56
flip-flops and latches	11	220.2
repair buffers	17	150.1
-- routing by layer --
| metal | vias up | track usage | part of all wire |
|---|---|---|---|
| met5 | - | 0 | 0 |
| met4 | 0 | 0.01408 | 0.018 |
| met3 | 2 | 0.002273 | 0.043 |
| met2 | 6 | 0.06019 | 0.48 |
| li1 | 242 | - | - |
| met1 | 208 | 0.04852 | 0.46 |
-- Yosys cell counts, drive strengths merged, types with 2 or more instances --
library cell,instances,area [µm²]
a21oi,3,15.01
dfxtp,11,220.2
ha,8,100.1
inv,5,21.27
mux2i,3,42.54
nand3,2,10.01
nand3b,2,15.01
nor2,5,18.77
nor3,2,10.01
-- critical path, delay by kind of cell --
kind | cells | cell delay (ns)
multiplexers | 1 | 0.10
adder cells (fa/ha/maj) | 1 | 0.18
buffers and inverters | 2 | 0.65
AND/OR/NAND/NOR | 3 | 0.80
-- sequential cells by signal (all words and copies together), names as in the netlist --
| signal | count |
|---|---|
| z | 7 |
| count | 4 |
-- stage by stage --
step | utilization | setup WS (ns) | instance area, µm² | hold WS [ns]
finish | 0.2407 | 0.3431 | 822.0 | 0.6818
global route | 0.2407 | 0.2277 | 822.0 | 0.7686
CTS | 0.2407 | 0.3249 | 822.0 | 0.6867
detailed placement | 0.2330 | 0.05854 | 795.8 | 0.6631
global placement | 0.2330 | 0.07400 | 795.8 | 0.6589
floorplan | - | 0.5974 | 593.1 | 0.5524
-- where the power goes --
part	switching, mW	total (mW)	internal (mW)
combinational	0.0360	0.0947	0.0586
clock	0.0590	0.123	0.0642
sequential	0.00608	0.204	0.198
-- worst min-delay path by stage --
stage	from	end	slack, ns
final	count[3]$_SDFFE_PP0P_	z[2]$_DFF_P_	0.68
after global routing	count[1]$_SDFFE_PP0P_	count[3]$_SDFFE_PP0P_	0.77
after CTS	count[3]$_SDFFE_PP0P_	z[2]$_DFF_P_	0.69
-- cell families (layout without fill, tap and decap cells) --
logic type	after synthesis	in the layout	synth area share
simple gates	20	20	0.2068
flops	11	11	0.3713
fa+ha+maj	8	8	0.1688
compound gates	7	7	0.08439
buf+inv	6	26	0.04430
mux	4	4	0.1097
xor+xnor	1	1	0.01477
Power is estimated from default activity; no workload was simulated.
