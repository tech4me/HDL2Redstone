==> design/flow/run.sh <==
#!/bin/bash
# OpenROAD 26Q1-2900-gdf79404cd8, Yosys 0.63+post, stock flow scripts
make -C /OpenROAD-flow-scripts/flow DESIGN_CONFIG=/design/flow/config.mk WORK_HOME=/design/flow/orfs finish
==> design/flow/config.mk <==
export PLATFORM = sky130hd
export DESIGN_NAME = adder_4
export DESIGN_NICKNAME = adder_4
export VERILOG_FILES = /design/flow/design.v
export SDC_FILE = /design/flow/constraint.sdc
export NUM_CORES = 4
export LEC_CHECK = 1
export CORE_AREA = 10 10 70 70
export DIE_AREA = 0 0 80 80
==> design/flow/constraint.sdc <==
current_design adder_4

set clk_period 2.8
set clk_io_pct 0.2

create_clock -name clk0 -period $clk_period

set non_clock_inputs [all_inputs -no_clocks]
set_input_delay [expr $clk_period * $clk_io_pct] -clock clk0 $non_clock_inputs
set_output_delay [expr $clk_period * $clk_io_pct] -clock clk0 [all_outputs]
==> design/flow/design.v <==
module adder_4 (a, b, cin, sout);
	input [3:0] a, b;
	input cin; 
	output [4:0] sout;
	wire c0, c1, c2;
	FA fa1 (a[0], b[0], cin, c0, sout[0]);
	FA fa2 (a[1], b[1], c0, c1, sout[1]);
	FA fa3 (a[2], b[2], c1, c2, sout[2]);
	FA fa4 (a[3], b[3], c2, sout[4], sout[3]);
endmodule
module FA (a, b, cin, cout, s);
	input a, b, cin;
	output cout, s;
	assign s = a^b^cin;
	assign cout = (a&b) | (a&cin) | (b&cin);
endmodule
==> flow_metrics.env <==
# flow metrics
export IMPL_cp_start_kind="input port"
export IMPL_port_buffers=14
export IMPL_crit_fanout=1
export IMPL_crit_arrival_ps=2200
export IMPL_routed_wl_um=409
export IMPL_relSlewSlack_pct=93.7
export IMPL_gp_congestion=0.802
export IMPL_synth_area_yosys_sq_um=155
export IMPL_hold_viol_final=0
export IMPL_ys_seq_share_pct=0
export IMPL_grt_start_max_net_pins=2
export IMPL_syn_inst=19
export IMPL_p_sw_w=0.0000160
export IMPL_post_place_ws_ps=-802
export IMPL_area_leaders="fa_1, buf_4, inv_1"
export IMPL_drv_slew=0
export IMPL_warnings=34
export IMPL_p_int_w=0.0000319
export IMPL_max_freq_ghz=0.362
export IMPL_final_setup_viol_count=0
export IMPL_p_sw_share_pct=33.4
export IMPL_synth_top_cell_by_area="fa_1"
export IMPL_max_slew_worst_pin_slew_ps=93.6
export IMPL_gr_usage_all_layers_pct=1.16
export IMPL_syn_area_sq_um=155
export IMPL_ir_drop_uv=50.7
export IMPL_routedWlPerCell_um=5.53
export IMPL_antenna_found_initial=0
export IMPL_grt_overflow=0
export IMPL_worst_slack_ps=39.8
export IMPL_drive_above_1_share_pct=42.9
export IMPL_nClkBuffers=0
export IMPL_worstPathRequired_ps=2240
export IMPL_rows=21
export IMPL_min_from="cin"
export IMPL_die_x_um=80
export IMPL_yosys_cells=19
export IMPL_clkPwrFrac_pct=0
export IMPL_dpl_hpwl_um=405
export IMPL_vias=124
export IMPL_hold_path_depth=5
export IMPL_p_per_area_mw_per_mm2=148
export IMPL_design_area_sq_um=324
export IMPL_power_leakage_nw=0.142
export IMPL_fin_crit_ps=2760
export IMPL_combPwrFrac_pct=100.0
export IMPL_hold_path_end="sout[0]"
export IMPL_seqPwrFrac_pct=0
export IMPL_hold_path_class="in -> out"
export IMPL_endpoint_kind="output pin"
export IMPL_fp_util_pct=4.54
export IMPL_grt_pass1_wl_um=552
export IMPL_core_sq_mm=0.00342
export IMPL_grt_pass1_vias=116
export IMPL_grt_setup_unrepaired="true"
export IMPL_syn_avg_cell_area_sq_um=8.17
export IMPL_fill_cells=400
export IMPL_fin_crit_sh_pct=98.6
export IMPL_placed_cell_area_sq_um=315
export IMPL_insertedDiodeCount=0
export IMPL_seq_area_sq_um=0
export IMPL_outcome="finished, final reports clean"
export IMPL_drc=0
export IMPL_area_delta_synth_final_pct=109
export IMPL_drt_iter0_markers=0
export IMPL_worstSetupPathType="in -> out"
export IMPL_maxCapViolCount=0
export IMPL_final_antenna_net_count=0
export IMPL_ys_warn_count=0
export IMPL_chip_area_sq_mm=0.00640
export IMPL_yosys_area_top_type_share_pct=51.6
export IMPL_die_y_um=80
export IMPL_dr_pass1_iters=1
export IMPL_viasPerCell=1.68
export IMPL_seq_cells=0
export IMPL_logic_area_sq_um=87.6
export IMPL_fin_tns_setup_ps=0
export IMPL_num_io_pins=14
export IMPL_yosysUniqueCellTypes=3
cells in the mapped netlist:
cell type / instances
inv_1: 10
buf_4: 5
fa_1: 4
how the worst max path moves through the flow:
stage | startpoint | to | slack, ps
after global routing | a[0] | sout[3] | -80
final | a[0] | sout[3] | 40
after CTS | cin | sout[3] | -50
metal layers:
| layer | vias up | routed length [um] | track usage, % |
|---|---|---|---|
| met1 | 50 | 217 | 1.87 |
| li1 | 60 | - | - |
| met3 | 0 | 101 | 0.909 |
| met4 | 0 | 0 | 0 |
| met5 | - | 0 | 0 |
| met2 | 14 | 91 | 1.12 |
critical path: stages:
cell,delay (ps)
buf_6,90
inv_4,40
fa_2,190
inv_2,40
fa_2,340
fa_2,340
inv_2,60
fa_1,390
inv_1,60
buf_2,90
cell families after synthesis:
kind of cell             count (synthesis)  share of synthesized area (%)
adder cells (fa/ha/maj)                  4                           51.6
buffers and inverters                   15                           48.4
through the flow:
step | std cells | hold slack (ps) | power (W) | utilization [%]
after global routing | 74 | 1910 | 0.0000567 | 9.49
after CTS | 74 | 1870 | 0.0000489 | 9.23
after floorplan | 19 | 1340 | 0.0000264 | -
after global placement | 74 | 2160 | 0.0000516 | 9.23
final | 74 | 1860 | 0.0000479 | 9.49
after detailed placement | 74 | 2180 | 0.0000525 | 9.23
power by group through the flow:
stage                 registers (W)   logic, W  clock network [W]
final                             0  0.0000479                  0
after global routing              0  0.0000567                  0
after CTS                         0  0.0000489                  0
layout by cell type (no fill, tap or decap), drive strengths merged:
| master | count |
|---|---|
| fa | 4 |
| buf | 4 |
| inv | 10 |
| clkdlybuf4s50 | 6 |
| dlygate4sd2 | 4 |
cell type report:
| class | count | share of cell area (%) |
|---|---|---|
| Inverter | 10 | 13.9 |
| Multi-Input combinational cell | 4 | 27.0 |
| Timing Repair Buffer | 14 | 41.3 |
| Tap cell | 46 | 17.8 |
what timing repair did:
| action | 4_1_cts | 5_1_grt |
|---|---|---|
| gates cloned | 0 | 0 |
| hold buffers | 0 | 0 |
| setup endpoints to repair | 4 | 2 |
| setup buffers | 0 | 0 |
| resized | 29 | 2 |
| pin swaps | 4 | 4 |
No activity file was given, so power comes from the tool's default toggle rates.
